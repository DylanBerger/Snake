## ./config.mk

```make
export PLATFORM = sky130hd
export DESIGN_NAME = HexDisplay
export DESIGN_NICKNAME = HexDisplay
export VERILOG_FILES = /design/flow/design.v
export SDC_FILE = /design/flow/constraint.sdc
export NUM_CORES = 4
export LEC_CHECK = 1
export CORE_AREA = 10 10 70 70
export DIE_AREA = 0 0 80 80
```

## ./constraint.sdc

```tcl
current_design HexDisplay

set clk_period 1.6
set clk_io_pct 0.2

create_clock -name clk0 -period $clk_period

set non_clock_inputs [all_inputs -no_clocks]
set_input_delay [expr $clk_period * $clk_io_pct] -clock clk0 $non_clock_inputs
set_output_delay [expr $clk_period * $clk_io_pct] -clock clk0 [all_outputs]
```

## ./design.v

```verilog
module HexDisplay (
    input  logic [3:0] value,
    output logic [6:0] segments
);
    always_comb begin
        case (value)
            4'd0: segments = 7'b100_0000;
            4'd1: segments = 7'b111_1001;
            4'd2: segments = 7'b010_0100;
            4'd3: segments = 7'b011_0000;
            4'd4: segments = 7'b001_1001;
            4'd5: segments = 7'b001_0010;
            4'd6: segments = 7'b000_0010;
            4'd7: segments = 7'b111_1000;
            4'd8: segments = 7'b000_0000;
            4'd9: segments = 7'b001_0000;
            default: segments = 7'b111_1111;
        endcase
    end
endmodule
```

## ./run.sh

```bash
#!/bin/bash
# OpenROAD 26Q1-2900-gdf79404cd8, Yosys 0.63+post, stock flow scripts
make -C /OpenROAD-flow-scripts/flow DESIGN_CONFIG=/design/flow/config.mk WORK_HOME=/design/flow/orfs finish
```

==> flow_summary.yaml <==
# generated from flow reports
detailed_routing:
  vias_per_cell: 2.67
  wl_per_cell_um: 7.01
  drt-pass1-iter-count: 3
  via_count: 254
  routed_wl_um: 666
  antenna_left: 0
  antenna_cells: 0
  drc: 0
  drtIter0Drc: 21
layout:
  final_util_pct: 12.1
  drive_gt1_share_pct: 38.8
  register_area_um2: 0
  fillers: 397
  finish.instance_area_um2: 414
  flop-count: 0
  nClkBuffers: 0
  logic_area_um2: 200
  synthToLayoutAreaGrowth_pct: 97.0
sta:
  setup_violations: 0
  report.final.slew_viol_count: 0
  slew_headroom_pct: 83.3
  fmax_ghz: 0.637
  setup_ws_ns: 0.0308
  period_used_pct: 98.1
  worst_pin_slew_ns: 0.250
  fin_crit_ns: 1.57
  hold_violations: 0
  rsz0062_at_grt: "yes"
die:
  ios: 11
  chip_area_um2: 6400
  fp.dieW_um: 80
  row_count: 21
  core_um2: 3420
  fp_util_pct: 6.15
  fp.dieH_um: 80
min_path:
  min_path_cells: 4
  whs_endpoint: "segments[4]"
  hp-start: "value[0]"
  min_path_type: "input pin to output pin"
job:
  drv_cap: 0
  warning_count: 37
global_route:
  grt_use_total_pct: 2.12
  grt_pass1_vias: 236
  overflow: 0
  grt_max_degree: 11
  grt_pass1_wl_mm: 1.14
  antenna_found_initial: 0
setup_path:
  slowest_delay_ns: 0.25
  worstPathMaxFanout: 4
  startpoint_type: "input pin"
  end_kind: "output pin"
  cp.required_ns: 1.28
  cp_common_cell: "buf_6"
  cp_top_family: "buffers and inverters"
  path_buffers: 3
  crit_chain: "buf_6 -> buf_6 -> or2b_1 -> a21oi_1 -> nor2_1 -> dlygate4sd2_1"
  critPathKind: "input pin to output pin"
  crit_cells: 6
  arrival_ns: 1.25
  slowest_stage: "or2b_1"
synthesis:
  syn_area_um2: 210
  ys_seq_share_pct: 0
  yosys-top-cells-count: "o21ai_0, ha_1, nor2_1"
  ys_warn_count: 1
  yosys-top-cells-area: "ha_1, o21ai_0, nand2b_1, nor2_1, buf_6"
  synth.top_cell.area_share_pct: 29.8
  yosysTopAreaCell: "ha_1"
  syn_avg_cell_area_um2: 6.37
  synth_cells: 33
  synth_chip_area_um2: 210
  most_common_cell: "o21ai_0"
  ys_types: 13
  yosysCellCount: 33
power_and_ir_drop:
  power_switching_mw: 0.0358
  finalPower_mw: 0.0860
  seq_power_share_pct: 0
  power_density_nw_per_um2: 208
  irDropWorstVdd_mv: 0.0309
  swShare_pct: 41.6
  p_int_mw: 0.0502
  p_leak_nw: 0.188
  p_clk_share_pct: 0
  comb_power_share_pct: 100.0
clock_tree:
  ctsHoldBuffers: 0
placed_design:
  port_buffers: 11
  dp.final_hpwl_um: 564
  placed_area_um2: 399
  place_congestion: 0.761
  pre_cts_slack_ns: -0.687
status:
  status: "finished clean"
[power groups by stage]
stage | registers (mW) | logic, mW | clock network (mW)
global route | 0 | 0.0991 | 0
CTS | 0 | 0.0825 | 0
finish | 0 | 0.0860 | 0
[repair_timing]
item | in CTS | in global routing
buffers inserted | 2 | 0
pin swaps | 7 | 2
setup endpoints to repair | 7 | 7
resized | 34 | 6
[layout make-up]
class / instances / area share, %
inverter: 3 / 2.72
timing repair buffer: 18 / 35.0
multi-input combinational: 28 / 48.3
tap: 46 / 13.9
[routing by layer]
metal | part of all wire [%] | track usage [%] | wire length (um) | vias up
li1 | - | - | - | 140
met1 | 51 | 3.16 | 342 | 108
met2 | 44 | 3.37 | 294 | 6
met3 | 4.4 | 0.227 | 29 | 0
met4 | 0 | 0 | 0 | 0
met5 | 0 | 0 | 0 | -
[cell families after synthesis]
group                      count (synthesis)  synth area share [%]
AOI/OAI and AO/OA                         10                  26.2
and+or+nand+nor                           13                  31.0
buffers and inverters                      5                  13.1
adders and majority gates                  5                  29.8
[worst max-delay path by stage]
stage,start,endpoint
after CTS,value[1],segments[4]
after global routing,value[0],segments[1]
final,value[1],segments[5]
[through the flow]
stage / setup TNS [ns] / hold slack, ns / std cells
4_1_cts: 0 / 1.11 / 95
5_1_grt: -0.0449 / 1.11 / 95
2_1_floorplan: 0 / 0.728 / 33
6_report: 0 / 1.06 / 95
3_5_place_dp: -4.32 / 1.79 / 93
3_3_place_gp: -4.43 / 1.81 / 93
[placed cells by master, fill, tap and decap left out]
master | Yosys | routed
buf_2 | 1 | 3
nor2_1 | 5 | 5
a31oi_1 | 1 | 1
a21oi_4 | 0 | 1
nand2b_1 | 4 | 3
buf_6 | 1 | 3
inv_2 | 0 | 2
buf_4 | 0 | 6
nand2b_4 | 0 | 1
or2_4 | 0 | 1
o21ai_0 | 6 | 3
o21ai_1 | 0 | 3
ha_1 | 5 | 5
clkdlybuf4s15_2 | 0 | 1
inv_1 | 3 | 1
dlygate4sd2_1 | 0 | 4
nand2_1 | 2 | 2
a21oi_1 | 2 | 2
or2b_1 | 1 | 1
clkbuf_2 | 0 | 1
