==> design/flow/design.v <==
module clock_divider (clock, divided_clocks);
   input logic clock;
   output logic [31:0] divided_clocks = 0;
always_ff @(posedge clock) begin
	divided_clocks <= divided_clocks + 1;
end
endmodule 
==> design/flow/run.sh <==
#!/bin/bash
# OpenROAD 26Q1-2900-gdf79404cd8, Yosys 0.63+post, stock flow scripts
make -C /OpenROAD-flow-scripts/flow DESIGN_CONFIG=/design/flow/config.mk WORK_HOME=/design/flow/orfs finish
==> design/flow/config.mk <==
export PLATFORM = sky130hd
export DESIGN_NAME = clock_divider
export DESIGN_NICKNAME = clock_divider
export VERILOG_FILES = /design/flow/design.v
export SDC_FILE = /design/flow/constraint.sdc
export NUM_CORES = 4
export LEC_CHECK = 1
export CORE_UTILIZATION = 30
==> design/flow/constraint.sdc <==
current_design clock_divider

set clk_period 4.4
set clk_io_pct 0.2

create_clock -name clk0 -period $clk_period [get_ports {clock}]

set non_clock_inputs [all_inputs -no_clocks]
set_input_delay [expr $clk_period * $clk_io_pct] -clock clk0 $non_clock_inputs
set_output_delay [expr $clk_period * $clk_io_pct] -clock clk0 [all_outputs]
==> flow_summary.ini <==
; synthesis and place-and-route metrics
[clocking]
cts_sinks = 32
cts_tree = built
hold_buffers = 0
cts_root_buf = clkbuf_8
post_cts_buffers = 0
clock.latency.late_pin_ns = 0.28
clk_pin_slew_ns = 0.06
cts-resized-gates = 0
cts_buffer_depth = 2
htreeDepth = 2
cts_inserted_buffers = 5

[yosys]
largest_area_cell = dfxtp_1
avgSynthCellArea_um2 = 10.4
synth_cell_types = 24
syn_area_mm2 = 0.00132
edf_count = 0
flop_cell = dfxtp_1
yosys.area.top_type_share_pct = 48.6
yosys_cells = 127
yosys-top-cells-area = dfxtp_1 49%, xor2_1 13%, xnor2_1 6.6%, nor4_2 4.7%, nand3_1 3.8%
ys_warn_count = 1
yosys.stat.seqShare_pct = 48.6
async_flop_share_pct = 0
synthTopCellsByCount = 32 x dfxtp_1, 20 x xor2_1, 10 x nand3_1, 10 x xnor2_1, 9 x nand2_1
syn_inst = 127
most_common_cell = dfxtp_1
ys_chip_area_mm2 = 0.00132
synth_flops = 32

[setup_path]
worstPathCellList = clkdlybuf4s50_1
worst-path-buf-inv = 1
cp.arrival_ns = 1.22
critPathMaxFanout = 6
critPathTopFamily = buffers and inverters
critPathRequiredTime_ns = 3.52
cp-start-kind = flip-flop
cpPeakStageDelay_ns = 0.50
critical_path_class = reg -> out
r2r-start = divided_clocks[0]
endpoint_kind = primary output
reg2reg_slack_ns = 2.62
slowest_stage = clkdlybuf4s50_1
rr_worst_depth = 5
r2r_end = divided_clocks[26]
cp.depth = 1
critPathLaunch = divided_clocks[2]

[drt]
vias = 968
wl_met2_um = 1030
vias_per_cell = 4.57
first_iter_violations = 70
dr_wl_met3_um = 143
ant_nets = 0
drt_first_pass_iters = 4
wl_met1_um = 1260
wire_per_inst_um = 11.6
drt-total-wl_um = 2460
diodes = 0
routed.top_layer = met4
drc_errors = 0

[run]
log.warning_count = 25
maxCapViolations = 0

[min_path]
whs_path_depth = 1
hold_class = reg -> reg
hold_end = divided_clocks[0]
min-delay-start = divided_clocks[0]

[final_timing]
period_used_pct = 47.8
setup_slack_ns = 2.30
slew_headroom_pct = 60.1
rsz0062_at_grt = false
slew_violations = 0
period_minus_slack_ns = 2.10
hold_slack_ns = 0.451
setup_viol = 0
clock_skew_ns = 0.00508
final_hold_viol_count = 0
fmax_mhz = 476
tightest_slew_ns = 0.597
tns_ns = 0

[cells_and_area]
top_regs = divided_clocks x32
final_cells = 212
area_growth_pct = 33.0
fill_cells = 377
drive_above_1_share_pct = 9.88
largest_register_ffs = 32
top_register = divided_clocks

[power]
p_leak_nw = 0.700
ir_drop_v = 0.000128
power.total_w = 0.000495
power_density_mw_per_mm2 = 282

[place]
gp_congestion = 0.727
placed_cells = 205
port_buffers = 32
hpwl_um = 1680
place_ws_ns = 2.61

[global_route]
grt_start_max_net_pins = 12
grt-ovfl-total = 0
grt_use_total_pct = 11.8
antenna_found_initial = 0
grt_pass1_vias = 905
grt_pass1_wl_um = 4080

[floorplanning]
core_area_mm2 = 0.00412
fp-utilization_pct = 32.0
die_area_mm2 = 0.00466
fp.dieW_um = 68.3
ios = 33
die-height_um = 68.3
rows = 23

[run_status]
status = complete, no violations
-- routing by layer --
layer | global-route usage, % | vias to the layer above
met3 | 4.05 | 4
met1 | 16.1 | 432
li1 | - | 499
met5 | 0 | -
met2 | 18.6 | 33
met4 | 1.82 | 0
-- per-stage QoR --
| step | instance area (um2) | utilization, % |
|---|---|---|
| after floorplan | 1320 | - |
| after global placement | 1680 | 40.7 |
| after detailed placement | 1680 | 40.7 |
| after CTS | 1750 | 42.6 |
| after global routing | 1750 | 42.6 |
| final | 1750 | 42.6 |
-- layout by cell type, fill, tap and decap left out, types with 4 or more instances in the layout --
cell / synthesis / layout
clkbuf_8: 0 / 5
nor3_1: 4 / 4
and4_1: 4 / 4
nor4_2: 5 / 5
nor2_1: 6 / 6
inv_1: 5 / 5
dfxtp_1: 32 / 32
nand2_1: 9 / 9
nor4_1: 4 / 4
nand3_1: 10 / 10
xor2_1: 20 / 20
xnor2_1: 10 / 10
clkdlybuf4s50_1: 0 / 32
-- worst max path at each step --
stage / endpoint / slack [ns]
after CTS: divided_clocks[2] / 2.28
after global routing: divided_clocks[2] / 2.23
final: divided_clocks[2] / 2.30
-- cell families (layout without fill, tap and decap cells) --
kind of cell | after synthesis | after routing | share of synthesized area (%)
and+or+nand+nor | 55 | 55 | 27.2
buffers and inverters | 9 | 44 | 3.32
xor gates and xnor gates | 30 | 30 | 19.9
DFF | 32 | 32 | 48.6
adders and majority gates | 1 | 1 | 0.949
-- cell type report --
type	count	area [um2]	share of cell area, %
Clock buffer	6	72.6	4.14
Clock inverter	1	5.00	0.285
Inverter	5	18.8	1.07
Multi-Input combinational cell	86	634	36.2
Sequential cell	32	641	36.5
Tap cell	50	62.6	3.57
Timing Repair Buffer	32	320	18.3
-- power breakdown --
part           leakage, nW  switching [W]  internal (W)
Combinational        0.401              0             0
Clock               0.0410      0.0000983      0.000107
Sequential           0.258              0      0.000290
Total                0.700      0.0000983      0.000397
No activity file was given, so power comes from the tool's default toggle rates.
