File: flow/design.v
module hex_logic (
    input  logic clk,
    input  logic rst,
    input  logic inc,          
    output logic [3:0] ones,     
    output logic [3:0] tens,     
    output logic [3:0] hundreds  
);
    always_ff @(posedge clk or posedge rst) begin
        if (rst) begin
            ones     <= 4'd0;
            tens     <= 4'd0;
            hundreds <= 4'd0;
        end else if (inc) begin
            if (hundreds == 4'd2 && tens == 4'd5 && ones == 4'd6) begin
                ones     <= 4'd0;
                tens     <= 4'd0;
                hundreds <= 4'd0;
            end else if (ones < 4'd9) begin
                ones <= ones + 4'd1;
            end else begin
                ones <= 4'd0;
                if (tens < 4'd9) begin
                    tens <= tens + 4'd1;
                end else begin
                    tens     <= 4'd0;
                    hundreds <= hundreds + 4'd1;
                end
            end
        end
    end
endmodule
File: flow/run.sh
#!/bin/bash
# OpenROAD 26Q1-2900-gdf79404cd8, Yosys 0.63+post, stock flow scripts
make -C /OpenROAD-flow-scripts/flow DESIGN_CONFIG=/design/flow/config.mk WORK_HOME=/design/flow/orfs finish
File: flow/config.mk
export PLATFORM = sky130hd
export DESIGN_NAME = hex_logic
export DESIGN_NICKNAME = hex_logic
export VERILOG_FILES = /design/flow/design.v
export SDC_FILE = /design/flow/constraint.sdc
export NUM_CORES = 4
export LEC_CHECK = 1
export CORE_AREA = 10 10 71 71
export DIE_AREA = 0 0 81 81
File: flow/constraint.sdc
current_design hex_logic

set clk_period 2.5
set clk_io_pct 0.2

create_clock -name clk0 -period $clk_period [get_ports {clk}]

set non_clock_inputs [all_inputs -no_clocks]
set_input_delay [expr $clk_period * $clk_io_pct] -clock clk0 $non_clock_inputs
set_output_delay [expr $clk_period * $clk_io_pct] -clock clk0 [all_outputs]
==> flow_metrics.py <==
# Synthesis and PnR figures
metrics = {
    "power_and_ir_drop": {
        "p_total_mw": 1.13,
        "combPwrFrac": 0.462,
        "p_sw_mw": 0.407,
        "power_density_nw_per_um2": 1120,
        "seqPwrFrac": 0.385,
        "intPower_mw": 0.720,
        "ir_drop_mv": 0.686,
        "p_leak_nw": 0.424,
        "clkPwrFrac": 0.154,
        "p_sw_frac": 0.362,
    },
    "yosys": {
        "synthAoiAreaFrac": 0.180,
        "synthSimpleGateAreaFrac": 0.181,
        "synth_cell_type_count": 33,
        "yosys_warnings": 1,
        "synth_area_per_cell_um2": 9.99,
        "netlist_area_um2": 759,
        "adder_share": 0.132,
        "syn_inst": 76,
        "ys_top_cells_by_area": "dfrtp_1 40%, ha_1 13%, inv_1 4.4%, o211ai_1 4.0%, a21oi_1 2.6%",
        "edf_count": 0,
        "ys_seq_share": 0.395,
        "top_cell": "dfrtp_1",
        "synthArstFlopShare": 1.00,
        "xor_share": 0.0231,
        "synth_top_area_share": 0.395,
        "dominantRegCellSynth": "dfrtp_1",
        "ys_sh_mux": 0.0329,
        "ys_chip_area_um2": 759,
        "ys_top_logic_family": "simple AND/OR/NAND/NOR gates",
        "synth_stat.cells": 76,
        "synth.cells.most_frequent": "12 x dfrtp_1, 9 x inv_1, 8 x ha_1",
        "numSynthFlops": 12,
        "yosysTopAreaCell": "dfrtp_1",
    },
    "detailed_routing": {
        "wire_per_inst_um": 11.9,
        "insertedDiodeCount": 0,
        "firstDrtPassIters": 4,
        "drc": 0,
        "drt_iter0_drc": 22,
        "wirelength_mm": 1.68,
        "viasPerCell": 4.33,
        "num_vias": 611,
        "final_antenna_net_count": 0,
    },
    "grt": {
        "grt_pass1_wl_mm": 3.02,
        "first_global_vias": 637,
        "overflow": 0,
        "use_met1": 0.0807,
        "grt_antenna_before_repair": 0,
        "gr-usage-met3": 0.0245,
        "top_usage_layer": "met1",
        "use_met2": 0.0796,
        "track_usage": 0.0563,
        "grt_max_degree": 13,
    },
    "timing": {
        "final-hold-violation-count": 0,
        "finalSetupViolCount": 0,
        "slew_viol_final": 0,
        "post-route-min-period_ps": 1850,
        "relSlewSlack": 0.677,
        "rsz0062_at_grt": "false",
        "max_freq_mhz": 542,
        "tns_ps": 0,
        "finalClockSkew_ps": 4.83,
        "worstMarginPinSlew_ps": 483,
        "fin_crit_sh": 0.738,
    },
    "floorplan": {
        "die_h_um": 81,
        "ios": 15,
        "dieWidth_um": 81,
        "dieArea_um2": 6560,
        "fp_util": 0.209,
        "core_um2": 3630,
        "std_cell_rows": 22,
    },
    "clock_network": {
        "clkLatencyLatePin_ps": 240,
        "clockBufferDepth": 2,
        "cts-resized-gates": 0,
        "htreeDepth": 1,
        "clk_pin_slew_ps": 50,
        "postCtsSetupBuffers": 0,
        "cts_inserted_buffers": 3,
        "cts_tree": "done",
        "clock_sinks": 12,
        "cts_root_buffer": "clkbuf_8",
        "ctsHoldBuffers": 0,
    },
    "layout": {
        "drive_gt1_frac": 0.118,
        "syn2layout_area_growth_pct": 32.1,
        "fillers": 395,
    },
    "placed_design": {
        "gp_congestion": 0.831,
        "hpwlAfterDp_mm": 1.28,
        "place.port_buffers": 14,
    },
    "setup_path": {
        "startpoint_type": "register",
        "crit_slowest_cell": "dfrtp_1",
        "cp_max_fo": 5,
        "slowest_delay_ps": 420,
        "crit_chain": "inv_1 -> ha_1 -> or3b_4 -> o32ai_2 -> nor2_1 -> mux2_4",
        "critPathArrivalTime_ps": 1970,
        "endpoint_kind": "register",
        "worstSetupPathType": "reg -> reg",
        "crit_required_ps": 2620,
    },
    "run": {
        "tool_warnings": 30,
        "max_cap_viol_count": 0,
    },
    "min_path": {
        "holdCritPathClass": "reg -> reg",
    },
    "status": {
        "status": "finished, final reports clean",
    },
}
state kept, by name, summed over array words and instances, names as in the netlist:
register and flops:
hundreds 4, ones 4, tens 4
layout by cell type, fill, tap and decap left out, types with 2 or more instances in the layout:
| cell type | netlist | layout |
|---|---|---|
| a21oi_1 | 4 | 4 |
| a31oi_1 | 2 | 2 |
| clkbuf_8 | 0 | 3 |
| clkdlybuf4s50_1 | 0 | 14 |
| dfrtp_1 | 12 | 12 |
| ha_1 | 8 | 8 |
| inv_1 | 9 | 9 |
| nand2_1 | 4 | 4 |
| nand2b_1 | 2 | 2 |
| nand3b_1 | 2 | 2 |
| nor2_1 | 3 | 3 |
| o211ai_1 | 4 | 4 |
| o21ai_0 | 2 | 2 |
| o22ai_1 | 2 | 2 |
| xor2_1 | 2 | 2 |
kinds of logic after synthesis:
group,Yosys count
AND-OR/OR-AND,19
flip-flops,12
buffers and inverters,11
AND/OR/NAND/NOR,22
adder cells (fa/ha/maj),8
multiplexers,2
XOR/XNOR,2
power by group through the flow:
stage	combinational [mW]	sequential (mW)	clock, mW
4_1_cts	0.536	0.434	0.183
5_1_grt	0.600	0.460	0.199
6_report	0.520	0.434	0.173
area by class of cell:
| class | count | area (um^2) | share of cell area |
|---|---|---|---|
| multi-input cells | 53 | 417 | 0.415 |
| flip-flops and latches | 12 | 300 | 0.299 |
| repair buffers | 15 | 148 | 0.147 |
| well taps | 48 | 60.1 | 0.0599 |
| clock buffers | 3 | 41.3 | 0.0411 |
| inverters | 10 | 37.5 | 0.0374 |
worst max-delay path, delay by kind of cell (launching register included):
kind	cells	cell delay, ps
AOI/OAI and AO/OA	1	330
adders and majority gates	1	150
buffers and inverters	1	120
DFF	1	420
muxes	1	260
and+or+nand+nor	2	450
layer usage:
layer | up-vias | part of all wire
met1 | 289 | 0.49
met4 | 0 | 0.0072
li1 | 306 | -
met5 | - | 0
met3 | 2 | 0.087
met2 | 14 | 0.41
through the flow:
stage          area (um^2)  setup slack [ps]  hold slack [ps]  instances  utilization
2_1_floorplan          759               821              365         76            -
3_3_place_gp           962               585              481        138        0.265
3_5_place_dp           962               527              488        138        0.265
4_1_cts               1000               639              495        141        0.276
5_1_grt               1000               539              525        141        0.276
6_report              1000               654              488        141        0.276
worst paths after layout:
check	startpoint	end	slack (ps)	cells past startpoint
setup / recovery	ones[0]	ones[0]	650	6
hold / removal	hundreds[3]	hundreds[3]	490	1
setup reg to reg	ones[0]	ones[0]	650	6
hold reg to reg	hundreds[3]	hundreds[3]	490	1
max in group asynchronous	rst	tens[0]	1590	2
min in group asynchronous	rst	hundreds[2]	580	2
Power and IR drop assume default switching activity.
